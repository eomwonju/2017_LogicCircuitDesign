==> flow/design.v <==
module GCD_LCM(clock,reset,GCD_Load,A,B,Y,L);
	parameter width=11;
	input clock,reset,GCD_Load;
	input [width-1:0] A,B;
	output [width-1:0] Y,L;
	reg A_lessthan_B,done;
	reg [width-1:0] A_new, A_hold, B_hold, Y, L;
	always@(posedge clock)
	 begin: LOAD_SWAP
	  if(!reset)
		begin
		 A_hold=0;
		 B_hold=0;
		end
	  else if(GCD_Load)
		begin
		 A_hold=A;
		 B_hold=B;
		end
	  else if(A_lessthan_B)
		begin
		 A_hold=B_hold;
		 B_hold=A_new;
		end
	  else
		 A_hold=A_new;
	 end
	always@(A_hold or B_hold)
	 begin:SUBTRACT
	  if(A_hold>=B_hold)
		begin
		 A_lessthan_B=0;
		 A_new=A_hold-B_hold;
		end
	  else
		begin
		 A_lessthan_B=1;
		 A_new=A_hold;
		end
	 end
	always@(A_hold or B_hold)
	 begin:WRITE_OUTPUT
	  if(B_hold==0)
		begin
		 done=1;
		 Y=A_hold;
		end
	  else
		begin
		 done=0;
		 Y=0;
		end
		L = (A*B)/Y;
	  end
endmodule 
==> flow/run.sh <==
#!/bin/bash
# OpenROAD 26Q1-2900-gdf79404cd8, Yosys 0.63+post, stock flow scripts
make -C /OpenROAD-flow-scripts/flow DESIGN_CONFIG=/design/flow/config.mk WORK_HOME=/design/flow/orfs finish
==> flow/config.mk <==
export PLATFORM = sky130hd
export DESIGN_NAME = GCD_LCM
export DESIGN_NICKNAME = GCD_LCM
export VERILOG_FILES = /design/flow/design.v
export SDC_FILE = /design/flow/constraint.sdc
export NUM_CORES = 4
export LEC_CHECK = 1
export CORE_UTILIZATION = 50
==> flow/constraint.sdc <==
current_design GCD_LCM

set clk_period 38.8
set clk_io_pct 0.2

create_clock -name clk0 -period $clk_period [get_ports {clock}]

set non_clock_inputs [all_inputs -no_clocks]
set_input_delay [expr $clk_period * $clk_io_pct] -clock clk0 $non_clock_inputs
set_output_delay [expr $clk_period * $clk_io_pct] -clock clk0 [all_outputs]
==> notes.md <==
fresh numbers from the pnr run: H-Tree Depth 1, area grow syn2layout 14.4%, outcome completed, die extent in x 111 um, CTS Buffer Depth 2, Final Critical Period 37.31 ns, reg2reg path depth 13, Final ANT Viol Nets 0, Simple Share, Synth 20.0%, reg-to-reg startpoint B_hold[1]$_SDFFE_PN0P_, Adder Share, Synth 32.5%, All-Layer GR Usage 26.4%, hold slack 0.584 ns, layout cells sized above 1 6.82%, Netlist Area Pre-Place 0.00599 sq mm, fillcell total 1,052, Vias/cell 5.65, Slew Limit Fails 0, vias in the first global route 5,191, total of max-cap violations 0, distinct cell type count after synthesis 61, vias 5,448, cts hold-fix bufs 0, Iter 0 DRT Violations 315, Ports 47, Post-synth ARST share 0%, CTS sink cnt 22, Compound-Gate Fraction of Synth Area 21.1%, drt pass-1 iters 23, average cell area after synthesis 7.65 sq um, CP startpoint A[0], top cells, area ha_1 (22%), fa_1 (10%), dfxtp_1 (7.4%), Synth flops 22, Antenna Cells 0, gate count of the mapped netlist 782, count of library flops with an enable pin 0, area reported by Yosys stat 0.00599 sq mm, Critical Path End Type output pin, post-layout period usage 96.2%, DIE AREA 0.0124 sq mm, Fin Clk Skew 0.00254 ns, Fin. Hold Viols 0, Worst Path Class, Setup input port to output pin, global placement routability congestion 0.854, row cnt 39, crit path DRT 31.04 ns, Logic family by area adder cells, ys cells 782, Hold EP B_hold[3]$_SDFFE_PN0P_, register-to-register setup slack 35.52 ns, Routed WL 15,400 um, met1 wire length 7480 um, Yosys warnings 1, DPL Wire Length 12,400 um, met2 wire len 7350 um, Synth Flop Type dfxtp_1, Crit-path slowest cell clkdlybuf4s50_1, total CTS buffers 3, Most common cell on crit path o21a_1, initial antenna violation count 0, Area leader share 22.2%, Insertion Delay late pin 0.25 ns, first-pass GRT wire length 25,600 um, largest net degree at the start of global routing 36, worst hold path startpoint B_hold[3]$_SDFFE_PN0P_, largest stage delay on the critical path 0.73 ns, WL/cell 16.0 um, DRC viols 0, HP Class register to register, Slew @ Worst Pin 0.916 ns, Worst-path clk slew 0.06 ns, relative slew slack 38.9%, top sig layer met4, Peak Freq 26.8 MHz, total gr overflow 0, wire length on met3 414 um, PortBufs 46, CP Launch Type input port, leading area contributor after synthesis ha_1, hold depth 2, OpenROAD warning count 27, Core ar. 0.0116 sq mm, crit path DAT 29.55 ns, Finish-stage setup viols 0, Pre-Place Util 51.8%, area fraction in mux cells 5.89%, RR Endpoint A_hold[1]$_SDFF_PN0_, clk root buf clkbuf_16, register share after synthesis 7.36%, CTS tree done, post-synthesis xor/xnor area fraction 6.00%, die height 111 um, worst-path fanout max 12
Yosys cell counts, types with 23 or more instances:
library cell and count:
o21a_1 31, o21ai_0 45, a21oi_1 41, ha_1 106, clkbuf_1 23, xnor2_1 31, nor3_1 37, fa_1 31
inv_1 87, and2_1 37, nor2_1 56, nand2_1 63
state kept, by name (all words and copies together), names as in the netlist:
| name | count |
|---|---|
| A_hold | 11 |
| B_hold | 11 |
through the flow:
step	TNS, ns	instances	util [%]	setup WS [ns]	area, sq um
floorplan	0	782	-	2.22	5990
global placement	0	955	57.1	0.752	6600
detailed placement	0	955	57.1	0.175	6600
CTS	0	959	58.0	0.120	6710
global route	-0.0910	964	59.2	-0.0910	6850
finish	0	964	59.2	1.49	6850
repair_timing:
action                                  in CTS  in global routing
setup buffers                                0                  5
endpoints found under the setup margin       0                  2
gates resized                                0                 27
area by class of cell:
class / count / area [sq um] / share of cell area (%)
Clock buffer: 3 / 75.1 / 1.10
Clock inverter: 1 / 30.0 / 0.439
Inverter: 89 / 334 / 4.88
Multi-Input combinational cell: 647 / 5200 / 76.0
Sequential cell: 22 / 440 / 6.43
Tap cell: 143 / 179 / 2.61
Timing Repair Buffer: 59 / 583 / 8.52
worst max-delay path, delay by kind of cell:
kind,cells,cell delay (ns)
compound gates,53,9.81
mux,5,1.20
simple gates,20,2.72
fa+ha+maj,17,5.59
xor+xnor,1,0.17
buf+inv,11,2.23
how the worst max path moves through the flow:
stage	to	slack, ns	depth (start not counted)
final	L[0]	1.49	107
after global routing	L[0]	-0.09	105
after CTS	L[0]	0.12	104
cells in the final DEF (no fill, tap or decap), types with 7 or more instances in the layout:
master / synthesis / layout
mux2i_1: 15 / 15
a31oi_1: 7 / 7
nand2b_1: 8 / 8
clkdlybuf4s50_1: 0 / 36
fa_1: 31 / 31
mux2_2: 18 / 18
nor3_1: 37 / 37
and2_1: 37 / 37
buf_4: 0 / 13
o21ai_0: 45 / 43
dfxtp_1: 22 / 22
nor2_1: 56 / 56
xnor2_1: 31 / 30
ha_1: 106 / 106
dlymetal6s2s_1: 0 / 10
inv_1: 87 / 87
a21oi_1: 41 / 41
nand2_1: 63 / 63
xor2_1: 10 / 10
nor2b_1: 8 / 7
o31ai_1: 9 / 7
o21a_1: 31 / 31
a21o_1: 15 / 15
cell families (layout without fill, tap and decap cells):
family                     Yosys count  after routing
DFF                                 22             22
buffers and inverters              113            152
AOI/OAI and AO/OA                  193            193
muxes                               33             33
and+or+nand+nor                    243            243
adders and majority gates          137            137
xor gates and xnor gates            41             41
metal layers:
metal  up-vias  track usage [%]
met1      2526             39.2
met2       102             45.8
met3        13             1.05
met4         0             1.98
li1       2807                -
met5         -                0
