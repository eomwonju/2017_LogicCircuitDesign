[/design/flow/design.v]
module MUL(sel, clock, reset, CarryIn, multiplicand, multiplier, done, product);
    parameter W_multiplicand = 11, W_multiplier = 11, W_count = 4;
    input clock, reset;
    input [W_multiplicand-1:0] multiplicand;
    input [W_multiplier-1:0] multiplier;
    input [5:0] sel;
    input CarryIn;
    output done;
    output [W_multiplicand + W_multiplier -1:0] product;
    reg [W_multiplicand-1:0] Reg_A;
    reg [W_multiplicand-1:0] Reg_B;
    reg [W_multiplier-1:0] Reg_Q;
    reg E;
    reg [W_multiplicand + W_multiplier -1:0] temp;
    reg add_shift_B;
    reg [W_count-1:0] sequencecount;
    reg comp_flag, load_flag, delay, set;
    reg done;
    reg [13:0] cnt;
    wire CarryIn;
    reg Mul_Load=0;
    reg delay1, delay2;
    reg Load;
    integer i;
    always @(posedge clock)
    begin
    if(sel[5:0]==6'b100000)
    begin
    Load <= CarryIn;
    delay1 <= Load;
    delay2 <= delay1;
       if(delay1 == 1 && delay2 == 0)
       begin
           Mul_Load <= 1;
       end
       else Mul_Load <= 0;
    end
    end 
      always@(posedge clock)
      begin : SHIFT_ADD_MULT
          if(!reset)
          begin
              Reg_A = 0;
              Reg_B = 0;
              Reg_Q = 0;
              E = 0;
              add_shift_B = 0;
              comp_flag = 0;
              sequencecount = W_multiplier-1;
              done = 0;
              load_flag=0;
              delay = 0;
              set = 0;
              temp=0;
          end
          else
          if(sel[5:0] == 6'b100000)
          begin
             if(Load)
             begin
                 if(!load_flag)
                   begin
                         if(!set)  begin
                             cnt<=0;
                             set=1;
                           end
                           else if(cnt==16000)begin   
                                delay = 1;
                            end
                           else
                              cnt<=cnt+1;
                         if(delay)begin  
                                comp_flag = 0;
                                Reg_A = 0;   
                                         if(multiplicand[10] == 1)          
                                                     begin
                                                      for(i=0; i<W_multiplicand; i=i+1)
                                                          Reg_B[i] = ~multiplicand[i];
                                                       Reg_B = Reg_B + 1'b1;
                                                      comp_flag = ~comp_flag;
                                                     end
                                         else
                                                   Reg_B = multiplicand[W_multiplicand-1:0];
                                         if(multiplier[10] == 1)           
                                                   begin
                                                      for(i=0; i<W_multiplier; i=i+1)
                                                         Reg_Q[i] = ~multiplier[i];
                                                      Reg_Q = Reg_Q + 1'b1;
                                                      comp_flag = ~comp_flag;
                                                   end
                                          else
                                                    Reg_Q = multiplier[W_multiplier-1:0];  
                       E=0;
                       add_shift_B = multiplier[0];       
                       sequencecount = W_multiplier-1;
                       done = 0;
                       load_flag=1;
                       end
                end
                else
                  if(add_shift_B && done==0)          
                      begin
                          {E,Reg_A} = Reg_A + Reg_B;
                          add_shift_B = 0;
                      end
                else if(done==0)                         
                begin
                          {E, Reg_A, Reg_Q} = {E, Reg_A, Reg_Q} >> 1;
                          if(Reg_Q[0])
                                add_shift_B = 1;
                          else
                                add_shift_B = 0;
                          if(sequencecount == 0)
                              done = 1;
                          else
                              sequencecount = sequencecount - 1;
                  end
                  else 
                      begin
                            temp = {Reg_A, Reg_Q};
                            if(comp_flag)                  
                                      begin
                                          for(i=0; i< 22; i=i+1)
                                              temp[i] = ~temp[i];
                                          temp = temp + 1'b1;
                                      end
                           load_flag=0;
                      end
             end
         end
     end
     assign product = temp;   
  endmodule
[/design/flow/run.sh]
#!/bin/bash
# OpenROAD 26Q1-2900-gdf79404cd8, Yosys 0.63+post, stock flow scripts
make -C /OpenROAD-flow-scripts/flow DESIGN_CONFIG=/design/flow/config.mk WORK_HOME=/design/flow/orfs finish
[/design/flow/config.mk]
export PLATFORM = sky130hd
export DESIGN_NAME = MUL
export DESIGN_NICKNAME = MUL
export VERILOG_FILES = /design/flow/design.v
export SDC_FILE = /design/flow/constraint.sdc
export NUM_CORES = 4
export LEC_CHECK = 1
export CORE_UTILIZATION = 40
[/design/flow/constraint.sdc]
current_design MUL

set clk_period 4.8
set clk_io_pct 0.2

create_clock -name clk0 -period $clk_period [get_ports {clock}]

set non_clock_inputs [all_inputs -no_clocks]
set_input_delay [expr $clk_period * $clk_io_pct] -clock clk0 $non_clock_inputs
set_output_delay [expr $clk_period * $clk_io_pct] -clock clk0 [all_outputs]
==> results.toml <==
# synthesis and place-and-route metrics
[run_status]
run_status = "finished, final reports clean"

[final_layout]
fillers = 1075
final_layout_size_suffix_gt1_frac = 0.04770
flow.area_growth_from_synthesis_pct = 19.14
utilization = 0.4989
stdcell_area_mm2 = 0.005794
combGateArea_mm2 = 0.002910
area.sequential_mm2 = 0.001772

[global_routing]
grt_pass1_vias = 3860
grt.total_usage = 0.1835
grt.met3_usage = 0.02752
grt_busiest_layer = "met2"
wire_length_of_the_first_global_routing_pass_um = 18530
remaining_global_route_overflow = 0
pin_count_of_the_biggest_net_entering_global_routing = 48
grt_antenna_before_repair = 0
grt_use_met2 = 0.3014
global_route.usage.met1 = 0.2692

[synth]
async_flop_share = 0
avgSynthCellArea_um2 = 8.623
edf_count = 15
post_synth_most_frequent_cells = "dfxtp_1 (66), nand2_1 (45), nor2_1 (42)"
post_synth_instance_area_mm2 = 0.004863
yosys_register_bits = 81
netlist_instances = 564
top_area_frac = 0.2717
synth.area.top_cells = "dfxtp_1 (27%), edfxtp_1 (9.3%), ha_1 (4.6%)"
postSynthSeqShare = 0.3643
yosysUniqueCellTypes = 64
synth.most_common_cell = "dfxtp_1"
yosysTopAreaCell = "dfxtp_1"
count_of_synthesis_stage_warnings_from_yosys = 1
yosys_chip_area_mm2 = 0.004863
ys_cells = 564
dominantRegCellSynth = "dfxtp_1"

[placed_design]
placement.cell_area_mm2 = 0.005497
place.port_buffers = 53
place_hpwl_um = 7891
gp_routability_congestion = 0.8831

[timing]
tightest_slew_ns = 0.7880
max_freq_ghz = 0.3342
rsz0062_at_grt = "false"
clock_skew_ns = 0.01020
fraction_of_the_cycle_the_final_worst_path_needs = 0.6234
timing_hold_violations_final = 0
setup_viol = 0
slew_violations = 0
fin_crit_ns = 2.993
setup-tns-final_ns = 0
slew_headroom = 0.4698

[critical_path]
worst-path-max-fanout = 14
timing.setup.critical_path_class = "primary input to flop"
r2r_start = "Reg_A[0]"
crit_chain = "clkdlybuf4s50_1 -> nor4_2 -> nand3_1 -> nor2_1 -> and3_1"
worst_ep_arrival_time_ns = 2.96
reg2reg_to = "Reg_A[8]"
crit_buf_inv = 1
worstSetupEndpointType = "flop"
crit_path_max_incr_delay_ns = 0.59
cpLargestDelayFamily = "simple AND/OR/NAND/NOR gates"
setup.reg_to_reg.worst_slack_ns = 2.29
required_ns = 4.76
cp_slowest_cell = "and3_1"
ff2ff_path_depth = 7
start_kind = "primary input"

[pwr]
pwr-share-clk = 0.473
power.total_mw = 1.456
pint_mw = 1.147
netSwitchingFraction = 0.2122
p_comb_frac = 0.053
vdd_ir_drop_max_uv = 123.4
power_density_mw_per_mm2 = 251.2
p_sw_mw = 0.3089
power.static_leakage_nw = 2.067
pwr-share-seq = 0.474

[clock_network]
cts.repair.resized = 0
postCtsSetupBuffers = 0
clock_tree.root_cell = "clkbuf_16"
clk_transition_reported_paths_ns = 0.06
worst_skew_pair.late_latency_ns = 0.33
cts_max_level = 3
max-clock-path-buffers = 2
hold_buffers_post_cts = 0
cts-buffers-inserted = 9
clock_sink_count = 81
tritoncts = "yes"

[floorplanning]
initial_core_util = 0.4188
floorplan.core_area_mm2 = 0.01161
die_w_um = 112.3
core.rowCount = 39
floorplan.io_pins = 54
die_h_um = 112.3
chip_area_mm2 = 0.01260

[routing]
vias = 4252
drc = 0
drt_iter0_markers = 200
firstDrtPassIters = 17
wirelength_um = 10890
wl_per_cell_um = 14.50
drt.antenna.violating_nets = 0
n_antenna_cell = 0
ratio_of_routed_vias_to_standard_cells = 5.662

[job]
log.warning_count = 27
maxCapViolCount = 0

[hold_path]
end_of_the_worst_hold_path = "temp[12]"
hold_path.class = "flop to flop"
holdPathStages = 2
hp-start = "temp[12]"
-- power by group through the flow --
stage | clock [mW] | sequential (mW) | combinational (mW)
after CTS | 0.705 | 0.691 | 0.0780
after global routing | 0.730 | 0.690 | 0.0849
final | 0.688 | 0.691 | 0.0767
-- routing by layer --
layer  vias to the layer above  share of wire  wire length, µm
met2                        95           0.46             5054
met4                         0         0.0057               62
li1                       2197              -                -
met5                         -              0                0
met3                         4          0.038              413
met1                      1956           0.49             5357
-- sequential cells by signal (all words and copies together) (netlist names), 4 cells and up --
name           flops
temp              22
cnt               14
Reg_A             11
Reg_B             11
Reg_Q             11
sequencecount      4
-- worst register-to-register path, stage by stage, from the launching register on --
cell      delay (ns)
dfxtp_1         0.41
ha_1            0.28
fa_1            0.40
a21o_1          0.21
a221oi_1        0.52
a221o_1         0.25
nand4_1         0.09
a32o_1          0.25
-- cells by family (layout without fill, tap and decap cells) --
family | count (synthesis) | in the layout | synth area share
AOI/OAI and AO/OA | 148 | 148 | 0.2133
xor gates and xnor gates | 46 | 46 | 0.08284
adders and majority gates | 19 | 19 | 0.05043
buffers and inverters | 47 | 91 | 0.03731
DFF | 81 | 81 | 0.3643
muxes | 10 | 10 | 0.02058
and+or+nand+nor | 213 | 213 | 0.2313
-- worst max-delay path by stage --
| stage | endpoint | cells after the start | from | slack [ns] |
|---|---|---|---|---|
| final | cnt[9] | 5 | sel[1] | 1.81 |
| after global routing | cnt[1] | 5 | sel[1] | 1.61 |
| after CTS | cnt[1] | 5 | sel[1] | 1.81 |
-- through the flow --
| stage | std cells | hold slack, ns | worst slack, ns |
|---|---|---|---|
| finish | 751 | 0.4552 | 1.807 |
| global route | 751 | 0.4822 | 1.611 |
| CTS | 751 | 0.4564 | 1.810 |
| detailed placement | 735 | 0.4494 | 1.460 |
| global placement | 735 | 0.4487 | 1.491 |
| floorplan | 564 | 0.4174 | 2.243 |
-- layout make-up --
class                      instances  area share
clock buffer                      11     0.04211
clock inverter                     5    0.009285
inverter                          16     0.01036
multi-input combinational        436      0.5023
sequential                        81      0.3058
tap                              143     0.03088
timing repair buffer              59     0.09933
-- layout by cell type, fill, tap and decap left out, types with 16 or more instances in the layout --
| cell | n |
|---|---|
| o21ai_0 | 29 |
| xnor2_1 | 23 |
| a211oi_1 | 20 |
| dfxtp_1 | 66 |
| inv_1 | 16 |
| nand2_1 | 45 |
| nand3_1 | 29 |
| a21oi_1 | 25 |
| ha_1 | 18 |
| clkdlybuf4s50_1 | 53 |
| xor2_1 | 23 |
| nor2_1 | 42 |
Power is estimated from default activity; no workload was simulated.
